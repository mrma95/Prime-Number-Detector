$ cat design/flow/run.sh
#!/bin/bash
# OpenROAD 26Q1-2900-gdf79404cd8, Yosys 0.63+post, stock flow scripts
make -C /OpenROAD-flow-scripts/flow DESIGN_CONFIG=/design/flow/config.mk WORK_HOME=/design/flow/orfs finish
$ cat design/flow/config.mk
export PLATFORM = sky130hd
export DESIGN_NAME = EightBitPrimeDetector
export DESIGN_NICKNAME = EightBitPrimeDetector
export VERILOG_FILES = /design/flow/design.v
export SDC_FILE = /design/flow/constraint.sdc
export NUM_CORES = 4
export LEC_CHECK = 1
export CORE_UTILIZATION = 30
$ cat design/flow/constraint.sdc
current_design EightBitPrimeDetector

set clk_period 3.3
set clk_io_pct 0.2

create_clock -name clk0 -period $clk_period [get_ports {clk}]

set non_clock_inputs [all_inputs -no_clocks]
set_input_delay [expr $clk_period * $clk_io_pct] -clock clk0 $non_clock_inputs
set_output_delay [expr $clk_period * $clk_io_pct] -clock clk0 [all_outputs]
$ cat design/flow/design.v
module EightBitPrimeDetector(clk, reset, number, prime, not_prime, gt20);
input clk, reset;
input [7:0] number;
reg data;
reg [7:0] num;
reg state2;
reg [1:0] state3;
reg [2:0] state5;
reg [2:0] state7;
reg [3:0] state11;
reg [3:0] state13;
reg [3:0] n;
  reg r2, r3, r5, r7, r13, r11;
output reg prime, not_prime, gt20;
parameter A = 2'b00, B = 2'b01, C = 2'b10;
always@ (negedge clk) begin
	if (reset) begin
		state3 <= number[7];
		state5 <= number[7];
		state7 <= number[7];
		state13 <= number[7];
		state11 <= number[7];
		state2 <= number[7];
		n = 4'b0001;
		prime = 1'b0;
		not_prime = 1'b0;
		gt20 = 1'b0;
	end
	else begin 
		if (number > 5'h14)
			gt20 = 1'b1;
		num = number << n;
		if (n == 4'b1000) begin
			r2 = ((state2 == 1'b0) && (number != 8'o2));
			r3 = ((state3 == A) && (number != 8'o3));
			r7 = ((state7 == 3'o0) && (number != 8'o7));
			r13 = ((state13 == 4'h0) && (number != 8'hd));
			r11 = ((state11 == 4'h0) && (number != 8'hb));
			r5 = ((state5 == 3'o0) && (number != 8'o5));
			prime = !(r2 | r3 | r5 | r7 | r11 | r13);
			not_prime = !prime;
		end
		data = num[7];
		case (state2)
			1'b0:
			begin
				if(data)
					state2 <= 1'b1;
				else
					state2 <= 1'b0;
			end
			1'b1:
			begin
				if(data)
					state2 <= 1'b1;
				else
					state2 <= 1'b0;
			end
			default : state2 <= state2;
		endcase
		case(state3)
			A:
			begin
				if(data)
					state3 <= B;
				else
					state3 <= A;
			end
			B:
			begin
				if(data)
					state3 <= A;
				else
					state3 <= C;
			end
			C:
			begin
				if(data)
					state3 <= C;
				else
					state3 <= B;
			end
			default: state3 <= state3;
		endcase  
		case (state5)
			3'o0:
			begin
				if(data)
					state5 <= 3'o1;
				else
					state5 <= 3'o0;
			end
			3'o1:
			begin
				if(data)
					state5 <= 3'o3;
				else
					state5 <= 3'o2;
			end
			3'o2:
			begin
				if(data)
					state5 <= 3'o0;
				else
					state5 <= 3'o4;
			end
			3'o3:
			begin
				if(data)
					state5 <= 3'o2;
				else
					state5 <= 3'o1;
			end
			3'o4:
			begin
				if(data)
					state5 <= 3'o4;
				else
					state5 <= 3'o3;
			end
			default : state5 <= state5;
		endcase  
		case(state7)
			3'o0:
			begin
				if(data)
					state7 <= 3'o1;
				else
					state7 <= 3'o0;
			end
			3'o1:
			begin
				if(data)
					state7 <= 3'o3;
				else
					state7 <= 3'o2;
			end
			3'o2:
			begin
				if(data)
					state7 <= 3'o5;
				else
					state7 <= 3'o4;
			end
			3'o3:
			begin
				if(data)
					state7 <= 3'o0;
				else
					state7 <= 3'o6;
			end
			3'o4:
			begin
				if(data)
					state7 <= 3'o2;
				else
					state7 <= 3'o1;
			end
			3'o5:
			begin
				if(data)
					state7 <= 3'o4;
				else
					state7 <= 3'o3;
			end
			3'o6:
			begin
				if(data)
					state7 <= 3'o6;
				else
					state7 <= 3'o5;
			end
		default: state7 <= state7;
		endcase  
		case (state13)
			4'h0:
			begin
				if(data)
					state13 <= 4'h1;
				else
					state13 <= 4'h0;
			end
			4'h1:
			begin
				if(data)
					state13 <= 4'h3;
				else
					state13 <= 4'h2;
			end
			4'h2:
			begin
				if(data)
					state13 <= 4'h5;
				else
					state13 <= 4'h4;
			end
			4'h3:
			begin
				if(data)
					state13 <= 4'h7;
				else
					state13 <= 4'h6;
			end
			4'h4:
			begin
				if(data)
					state13 <= 4'h9;
				else
					state13 <= 4'h8;
			end
			4'h5:
			begin
				if(data)
					state13 <= 4'hb;
				else
					state13 <= 4'ha;
			end
			4'h6:
			begin
				if(data)
					state13 <= 4'h0;
				else
					state13 <= 4'hc;
			end
			4'h7:
			begin
				if(data)
					state13 <= 4'h2;
				else
					state13 <= 4'h1;
			end
			4'h8:
			begin
				if(data)
					state13 <= 4'h4;
				else
					state13 <= 4'h3;
			end
			4'h9:
			begin
				if(data)
					state13 <= 4'h6;
				else
					state13 <= 4'h5;
			end
			4'ha:
			begin
				if(data)
					state13 <= 4'h8;
				else
					state13 <= 4'h7;
			end
			4'hb:
			begin
				if(data)
					state13 <= 4'ha;
				else
					state13 <= 4'h9;
			end
			4'hc:
			begin
				if(data)
					state13 <= 4'hc;
				else
					state13 <= 4'hb;
			end
			default : state13 = state13;
		endcase  
		case (state11)
			4'h0:
			begin
				if(data)
					state11 <= 4'h1;
				else
					state11 <= 4'h0;
			end
			4'h1:
			begin
				if(data)
					state11 <= 4'h3;
				else
					state11 <= 4'h2;
			end
			4'h2:
			begin
				if(data)
					state11 <= 4'h5;
				else
					state11 <= 4'h4;
			end
			4'h3:
			begin
				if(data)
					state11 <= 4'h7;
				else
					state11 <= 4'h6;
			end
			4'h4:
			begin
				if(data)
					state11 <= 4'h9;
				else
					state11 <= 4'h8;
			end
			4'h5:
			begin
				if(data)
					state11 <= 4'h0;
				else
					state11 <= 4'ha;
			end
			4'h6:
			begin
				if(data)
					state11 <= 4'h2;
				else
					state11 <= 4'h1;
			end
			4'h7:
			begin
				if(data)
					state11 <= 4'h4;
				else
					state11 <= 4'h3;
			end
			4'h8:
			begin
				if(data)
					state11 <= 4'h6;
				else
					state11 <= 4'h5;
			end
			4'h9:
			begin
				if(data)
					state11 <= 4'h8;
				else
					state11 <= 4'h7;
			end
			4'ha:
			begin
				if(data)
					state11 <= 4'ha;
				else
					state11 <= 4'h9;
			end
			default : state11 = state11;
		endcase  
		if(n <= 4'b1000)
			n = n+1'b1;
	end
end
endmodule
==> flow_summary.toml <==
# yosys + openroad results
[yosys]
synth_compound_gate_area_share_pct = 23.8
synth_area_sq_mm = 0.00155
fa_ha_area_share_pct = 4.86
xor_share_pct = 1.13
synth_async_sr_flop_share_pct = 0
postSynthRegisterBits = 24
simple_gate_area_share_pct = 23.8
netlist_instances = 192
edf_count = 5
yosys.stat.chipArea_sq_mm = 0.00155
yosysWarnings = 1
seq_share_synth_pct = 34.3
ys_dominant_reg_cell = "dfxtp_1"
synth.distinct_cells = 48
synth-cells-yosys = 192
post_synthesis_area_per_instance_sq_um = 8.05
netlist_logic_family_top = "AND-OR/OR-AND gates"
mux_area_share_pct = 4.86

[sta]
report.final.hold_viol_count = 0
timing.final.max_slew_violations = 0
whs_ns = 0.446
skew_ns = 0.0164
grt_setup_unrepaired = "true"
finalWorstSetupSlack_ns = -0.263
maxSlewHeadroom_pct = 50.5
setup_viol = 16
timing_worst_slew_pin_value_ns = 0.736

[setup_path]
category_of_the_worst_setup_path_launch_point = "input port"
worst-endpoint-arrival_ns = 2.00
worst_path_dominant_cell_family = "multiplexers"
maximum_fanout_along_the_worst_path = 7
crit_path_class = "in -> reg"
critical_path.slowest_cell = "mux4_2"
end_kind = "flop"
worstPathCellList = "buf_6 > mux4_2 > or2_4 > nand2_8 > buf_6 > a211oi_2 > o31a_1"
worstRegToRegCells = 6
data_required_critical_path_ns = 1.74
path_buffers = 2
worst_path_most_repeated_cell = "buf_6"
timing.critical_path.slowest_cell_delay_ns = 0.46
r2r_end = "state13[0]$_DFFE_NP_"
worstReg2RegStart = "n[0]$_SDFFE_NP1P_"
reg2reg_slack_ns = 1.21

[routing]
routed-via-count = 1589
drt_pass_1_iters = 4
antenna_cells = 0
antenna_left = 0
post-route-drc-count = 0
routed_wire_length_per_instance_um = 12.3
wirelength_um = 3900
initialDrtViolationCount = 68
post_drt_via_cell_ratio = 5.00

[placed_design]
post-dp-hpwl_um = 2590
dp_worst_setup_slack_ns = -1.01
io_port_bufs = 12
finalWeightedCongestion = 0.846
placed_cell_area_sq_mm = 0.00188

[die]
chipWidth_um = 73.8
dieHeight_um = 73.8
core-area_sq_mm = 0.00485
starting_density_of_the_core_pct = 31.9
num_io_pins = 13
rows = 25
fp.dieArea_sq_mm = 0.00544

[job]
stage_log_warnings = 56
maxCapViolCount = 0

[pwr]
p_int_uw = 762
total_switching_power_uw = 519
worst_ir_drop_vdd_uv = 225
power.leakage_uw = 0.000965
seq_power_share_pct = 35.5
power_per_cell_area_mw_per_mm2 = 557
power_switching_share_pct = 40.5
comb_power_share_pct = 41.3
power_frac_clock_pct = 23.2
power.total_uw = 1280

[cells_and_area]
fill_cells = 440
mostFrequentLayoutCell = "inv_1"
final_cell_area_sq_mm = 0.00230
drive_gt1_share_pct = 34.7
area_delta_synth_final_pct = 48.8
final_cell_mix = "inv_1 (35), buf_4 (21), buf_6 (18), nor2_1 (17), dfxtp_1 (16)"
postLayoutCoreUtil_pct = 47.4

[global_routing]
grt_first_pass_wirelength_um = 6470
grt_use_met3_pct = 4.85
groute.layer.met2.usage_pct = 22.2
globalRouteMet1Util_pct = 22.1
grt_overflow_total = 0
gr-max-usage-layer = "met2"
grt_start_max_net_pins = 14
antenna_found_initial = 0
first_global_vias = 1471
overall_fraction_of_global_route_tracks_in_use_pct = 15.3

[hold_path]
holdPathEnd = "prime$_SDFFE_NP0P_"
worstHoldPathCells = 2
timing.hold.worst.start = "prime$_SDFFE_NP0P_"
worstHoldPathType = "reg -> reg"

[outcome]
violations_in_the_final_reports = "setup timing"
outcome = "finished, violations left"

[clock_tree]
cts-buffers-inserted = 3
clkTransAtPathRegs_ns = 0.03
cts-htree-levels = 1
cts.root.buffer_cell = "clkbuf_8"
tritoncts = "built"
clk-insertion-delay-late_ns = 0.35
postCtsHoldBufs = 0
cts.sink_count = 24
cts.path.max_buffers = 2
-- sequential cells by signal, summed over array words and instances, names as in the netlist --
| register | count |
|---|---|
| n | 4 |
| state11 | 4 |
| state13 | 4 |
| state5 | 3 |
| state7 | 3 |
| state3 | 2 |
| gt20 | 1 |
| not_prime | 1 |
| prime | 1 |
| state2 | 1 |
-- timing repair --
item / in CTS / in global routing
gates resized: 60 / 30
endpoints found under the setup margin: 22 / 18
pin swaps: 19 / 24
setup buffers: 11 / 2
hold endpoints to repair: 0 / 0
-- stage by stage --
| stage | TNS, ns | cells |
|---|---|---|
| final | -2.74 | 318 |
| after global routing | -3.18 | 318 |
| after CTS | -3.04 | 317 |
| after detailed placement | -18.28 | 279 |
| after global placement | -18.13 | 279 |
| after floorplan | -6.10 | 192 |
-- routing by layer --
metal  routed length, um  vias to the layer above
met2                1660                       35
li1                    -                      812
met1                2010                      738
met3                 209                        4
met4                  21                        0
met5                   0                        -
-- tightest hold or removal path, stage by stage, from the launching register on --
cell     delay (ns)
dfxtp_2        0.31
nand2_1        0.05
a21oi_1        0.05
-- cells in the mapped netlist (3+ instances only) --
cell      instances  area share (%)
a21oi_1          19             6.2
and3_1            3             1.2
clkbuf_1         10             2.4
dfxtp_1          19              25
edfxtp_1          5             9.7
ha_1              6             4.9
inv_1            12             2.9
mux2i_1           3             1.9
nand2_1          16             3.9
nand2b_1          5             2.0
nand3_1           4             1.3
nor2_1           19             4.6
nor2b_1           3             1.2
nor3_1            5             1.6
nor4_1            6             2.4
o21ai_0          10             3.2
o31a_1            5             2.8
-- area by class of cell --
type / instances / area [sq um] / share of cell area [%]
multi-input combinational: 142 / 1090 / 47.5
sequential: 24 / 534 / 23.2
timing repair buffer: 46 / 412 / 17.9
clock inverter: 25 / 95.1 / 4.13
tap: 67 / 83.8 / 3.65
clock buffer: 3 / 41.3 / 1.80
inverter: 11 / 41.3 / 1.80
-- power groups by stage --
| stage | combinational [uW] | clock (uW) | sequential [uW] |
|---|---|---|---|
| final | 530 | 297 | 455 |
| after CTS | 471 | 314 | 450 |
| after global routing | 581 | 346 | 466 |
-- worst max-delay path by stage --
stage | startpoint | to | slack (ns) | cells past startpoint
after CTS | number[2] | state5[1]$_SDFFE_NP0P_ | -0.25 | 6
after global routing | number[2] | state13[0]$_DFFE_NP_ | -0.28 | 7
final | number[2] | state13[0]$_DFFE_NP_ | -0.26 | 7
-- kinds of logic (layout without fill, tap and decap cells) --
logic type      Yosys count  count (layout)
mux                       6               6
buf+inv                  26              85
compound gates           55              55
flops                    24              24
fa+ha+maj                 6               6
xor+xnor                  2               2
simple gates             73              73
Power is estimated from default activity; no workload was simulated.
